==> flow/design.v <==
`timescale 1ns / 1ps
module drawLine(
    input wire [9:0]x1,   
    input wire [9:0]y1,   
    input wire [9:0]x2,   
    input wire [9:0]y2,   
    input clk,
    input reset,
    output complete,  
    output wire [9:0]x_out,
    output wire [9:0]y_out
);
    reg [9:0]dx;
    reg [9:0]dy;
    reg [9:0]potential_d;
    reg [9:0]new_d;
    reg [9:0]y_current;
    reg [9:0]x_current;
    reg increment_x;
    reg increment_y;
    assign x_out = x_current;
    assign y_out = y_current;
    assign complete = (x_current == x2) ? 0 : 1;
    assign x_out = x_current;
    assign y_out = y_current;
    reg [6:0] state;  
    parameter start = 6'b000001;
    parameter idle = 6'b000010;
    parameter initialV = 6'b000100;
    parameter big_x = 6'b001000;
    parameter big_y = 6'b010000;
    parameter finish = 6'b100000; 
    always @ (posedge clk)
    begin
        if(reset)  
        begin
            dx <= 0;
            dy <= 0;
            potential_d <= 0;
            new_d <= 0;
            y_current <= 0;
            x_current <= 0;
            increment_x <= 0;
            increment_y <= 0;
            state <= idle;  
        end
        else
        begin
            case(state)
            idle: 
                state <= start;
                start:
                begin
                    dx <= x2 - x1;
                    dy <= y2 - y1;
                    state <= initialV;
                end
                initialV:
                begin
                    if(dx > dy) 
                    begin
                        new_d <= dx;
                        state <= big_x;  
                        if(dy > y2) 
                        begin
                            increment_x <= 0;  
                            dy = ~(dy) + 1;  
                        end
                        else
                        begin
                            increment_x <= 1;  
                        end
                    end    
                    if (dy > dx) 
                    begin
                        potential_d <= dy;
                        state <= big_y;  
                        if (dx > x2)  
                        begin
                            increment_y = 0;  
                            dx <= ~(dx) + 1;  
                        end
                        else 
                        begin
                            increment_y = 1;  
                        end
                    end
                end
             big_x:
                begin
                    potential_d <= new_d + dx + dx;
                    if(potential_d > (dx + dx))
                    begin
                        if(increment_x)
                        begin
                            y_current <= y_current + 1;  
                        end
                        else
                        begin
                            y_current <= y_current - 1;  
                        end                    
                   new_d <= potential_d - (dx+dx);
                    end
                    if(!complete)  
                    begin
                        x_current <= x_current + 1;  
                        state <= big_x;
                    end
                    else
                    begin
                        state <= finish;
                    end
                end
                big_y:
                begin
                    if (potential_d > (dy + dy)) 
                        begin
                            if (increment_y) 
                            begin
                                x_current <= x_current + 1;
                            end
                            else 
                            begin
                                x_current <= x_current - 1;
                            end
                    end
                    if(!complete)
                    begin
                        y_current <= y_current + 1;
                        state <= big_y;
                    end
                    else
                    begin
                        state <= finish;
                    end
                end
                finish:
                begin
                    state <= finish;
                end
            endcase
        end
    end
endmodule
==> flow/run.sh <==
#!/bin/bash
# OpenROAD 26Q1-2900-gdf79404cd8, Yosys 0.63+post, stock flow scripts
make -C /OpenROAD-flow-scripts/flow DESIGN_CONFIG=/design/flow/config.mk WORK_HOME=/design/flow/orfs finish
==> flow/config.mk <==
export PLATFORM = sky130hd
export DESIGN_NAME = drawLine
export DESIGN_NICKNAME = drawLine
export VERILOG_FILES = /design/flow/design.v
export SDC_FILE = /design/flow/constraint.sdc
export NUM_CORES = 4
export LEC_CHECK = 1
export CORE_UTILIZATION = 50
==> flow/constraint.sdc <==
current_design drawLine

set clk_period 8.9
set clk_io_pct 0.2

create_clock -name clk0 -period $clk_period [get_ports {clk}]

set non_clock_inputs [all_inputs -no_clocks]
set_input_delay [expr $clk_period * $clk_io_pct] -clock clk0 $non_clock_inputs
set_output_delay [expr $clk_period * $clk_io_pct] -clock clk0 [all_outputs]
==> deck_impl_summary.md <==
Run Summary

Placed design
  • Post-DP Area: 7240 µm²
  • Buffers on Ports: 62
  • Routability cong.: 0.992
  • DP HPWL: between 10,000 and 15,000 µm

Yosys
  • Avg Inst Size Synth: 7.81 µm²
  • Commonest flop: dfxtp_1
  • Asr flop ratio synth: 0
  • Number of enable flip-flop cells: 0
  • Top area cell types: dfxtp_1 21%, ha_1 18%, nor2_1 4.9%
  • Area figure in the yosys stat output: 6490 µm²
  • Synth Cell Area: 6490 µm²
  • Registers, synthesis: 67
  • Synth warn: 1
  • Area leader share: 0.207
  • Synth cell types: 65
  • Register area share after synthesis: 0.207
  • Synth Instances: between 800 and 900
  • # Cells Yosys: 831
  • Largest area contributor in the netlist: dfxtp_1

Timing
  • Max-slew violation count: 0
  • Fmax: 168 MHz
  • Slew HR: 0.457
  • Worst Skew: about 0.0052 ns
  • Setup TNS: 0 ns
  • Setup violators final: 0
  • RSZ-0062 raised after global routing: no
  • Post-route clock period utilization: 0.669
  • Fin crit period: 5.95 ns
  • Slew @ Worst Pin: 0.808 ns
  • Final Hold Viols: 0

CTS
  • Worst-Skew Late Latency: between 0.3 and 0.4 ns
  • Reg clk slew, reported paths: 0.06 ns
  • Number of buffers on the longest clock path: 2
  • Hold buffers post-CTS: 0
  • H-tree Lvls: 3
  • TritonCTS Buffers: 9
  • Post-CTS Setup Repair Bufs: 0
  • Root Buffer Master: clkbuf_16
  • CTS sink cnt: between 60 and 70
  • CTS tree: built
  • Post-CTS Resized: 0

Cells and area
  • P&R area growth vs syn: 16.5%
  • Share of layout cells above drive strength 1: 0.0497
  • Final design utilization: 0.599
  • Highest-count logic cell in the final layout: ha_1
  • Most frequent logic cells in the routed design: 91 x ha_1, 84 x nor2_1, 73 x inv_1
  • Design Area, Final: 7560 µm²

Detailed routing
  • WL per Instance: 17.8 µm
  • DR vias/cell: a little under 6
  • N_diodes: 0
  • Final wirelength: 18,800 µm
  • First-pass detailed-route iteration total: 5
  • Final ANT Viol Nets: 0
  • DRT iter0 DRCs: between 400 and 500
  • DRC: 0
  • Via Count: 6,130

Floorplan
  • # IOs: 63
  • Core area: 12,600 µm²
  • Die Span Y: 116 µm
  • Starting Density: 0.514
  • Cell Rows: between 40 and 50
  • Die area: 13,400 µm²
  • Die Span X: 116 µm

Setup path
  • Reg2Reg Depth: 17
  • Reg-to-reg startpoint: dx[0]
  • Type of the worst setup path: input pin to flop
  • Critical path startpoint category: input pin
  • CP endpoint: dx[7]
  • Capturing point of the worst reg2reg path: dx[7]
  • R2R Setup Slk: 3.87 ns
  • CP arrival: 6.22 ns
  • Crit path launch: y2[5]
  • Worst EP required: 9.17 ns
  • Critical Path End Type: flop
  • Crit path max fanout: 12

Worst hold path
  • HP Class: flop to flop
  • HP Start: state[0]
  • Hold-critical path depth: 1

Power
  • Power share of the combinational group: 0.410
  • Pint: 0.000790 W
  • Max rail drop VDD: 0.124 mV
  • Lkg Pwr: ~3.2 nW
  • Clock power share: 0.306
  • Pwr/cell area: 169 nW/µm²
  • Net Sw Frac: 0.380
  • Reg power frac: 0.284
  • Net Sw Power: 0.000484 W

GRT
  • Number of global-route vias before repair: around 5,700
  • Total GRT Usage: 0.296
  • Gr ovfl total: 0
  • First-pass GRT wire length: 29,800 µm
  • Initial antenna violation count: 0
  • Largest net degree at the start of global routing: 61

Run status
  • Status: completed

Job
  • Max cap viols: 0
  • Tool warning count: 30
-- cells by family after synthesis --
logic type,Yosys count,synth area share
xor gates and xnor gates,65,0.0878
buffers and inverters,104,0.0623
and+or+nand+nor,283,0.223
adders and majority gates,94,0.185
AOI/OAI and AO/OA,199,0.206
DFF,67,0.207
muxes,19,0.0295
-- registers in the layout, summed over array words and instances, names as in the netlist --
name	count
dy	10
x_current	10
new_d	10
potential_d	10
y_current	10
increment_x	1
increment_y	1
state	5
dx	10
-- how the worst min path moves through the flow --
stage,end,slack [ns]
CTS,state[5],0.45
global route,state[5],0.46
finish,state[5],0.44
-- critical path, cell delays in order --
cell,delay [ns]
clkdlybuf4s50_1,0.49
inv_1,0.05
ha_1,0.31
nand4_1,0.12
a211oi_1,0.28
a2111oi_2,0.13
nor4b_4,0.54
nand2_1,0.14
xnor2_1,0.27
inv_1,0.08
ha_1,0.31
and4_1,0.28
a31oi_1,0.13
o221ai_1,0.21
o21ai_0,0.15
or2_2,0.41
or3_1,0.38
a31oi_1,0.15
-- metrics by stage --
stage | hold slack (ns) | setup slack [ns] | power [W] | std cells
after detailed placement | 0.429 | 2.67 | 0.000880 | 1042
after CTS | 0.448 | 2.98 | 0.00127 | 1057
after global placement | 0.436 | 2.74 | 0.000876 | 1042
final | 0.442 | 2.95 | 0.00127 | 1057
after global routing | 0.459 | 2.58 | 0.00136 | 1057
after floorplan | 0.414 | 3.57 | 0.000737 | 831
-- synth_stat cells, drive strengths merged, types with 5 or more instances --
library cell / n
o211ai: 12
nor2b: 15
a211oi: 24
xnor2: 32
a31oi: 11
and3: 8
nand2b: 13
nor4: 9
buf: 6
o31ai: 8
nor3: 27
xor2: 33
and4: 6
a21o: 8
o41ai: 5
or4: 8
nand4: 15
o21a: 5
nand3: 23
nor3b: 5
nor2: 84
inv: 74
or3: 6
o21ai: 42
mux2i: 18
dfxtp: 67
clkbuf: 24
ha: 91
nand2: 52
a21oi: 50
or2: 5
-- final cells by class --
cell class	count	area, µm²
multi-input combinational	660	4740
sequential	67	1340
clock inverter	6	90.1
tap	172	215
clock buffer	9	225
inverter	74	278
fill	1150	5060
timing repair buffer	69	668
-- power groups by stage --
stage	Clock [W]	Combinational [W]	Sequential, W
after global routing	0.000411	0.000583	0.000364
after CTS	0.000395	0.000518	0.000361
final	0.000390	0.000522	0.000362
-- metal layers --
layer  routed length (µm)  share of wire  global-route usage  vias to the layer above
met5                    0              0                   0                        -
met2                 8400           0.45               0.473                      180
li1                     -              -                   -                     3108
met1                 8790           0.47               0.420                     2811
met3                 1110          0.059              0.0543                       31
met4                  489          0.026              0.0692                        0
Power and IR drop assume default switching activity.
